$ cat /design/flow/run.sh
#!/bin/bash
# OpenROAD 26Q1-2900-gdf79404cd8, Yosys 0.63+post, stock flow scripts
make -C /OpenROAD-flow-scripts/flow DESIGN_CONFIG=/design/flow/config.mk WORK_HOME=/design/flow/orfs finish
$ cat /design/flow/design.v
module ALU(
    input signed [15:0] In_A,                 
    input signed [15:0] In_B,                 
    input [3:0] In_ALUCtrl,            
    output reg signed [15:0] Out_ALUResult,   
    output reg [0:0] Out_Zero         
);
always @(*) begin
    case (In_ALUCtrl)
        4'b0000: Out_ALUResult = In_A + In_B;          
        4'b0001: Out_ALUResult = In_A - In_B;          
        4'b0010: Out_ALUResult = In_A & In_B;          
        4'b0011: Out_ALUResult = In_A | In_B;          
        4'b0100: Out_ALUResult = In_A ^ In_B;          
        4'b0101: Out_ALUResult = In_A << In_B;         
        4'b0110: Out_ALUResult = In_A >> In_B;         
        4'b0111: Out_ALUResult = ~In_A;                
        4'b1000: Out_ALUResult = In_A * In_B;          
        4'b1001: Out_ALUResult = In_A / In_B;          
        4'b1010: Out_ALUResult = In_A + 16'b0000000000000001;   
        4'b1011: Out_ALUResult = In_A - 16'b0000000000000001;   
        4'b1100: Out_ALUResult = In_A <<< In_B;         
        4'b1101: Out_ALUResult = In_A >>> In_B;         
        4'b1110: Out_ALUResult = In_B;                   
        default: Out_ALUResult = 16'b0;                     
    endcase
    Out_Zero = (Out_ALUResult == 16'b0);
end
endmodule
module ALUControl (
input wire CLK,                
input wire [1:0] In_Si,
input wire PerformAddition,
input wire [3:0] In_Inst,
output reg [3:0] Out_ALUCtrl
);
always @(*) begin
if (PerformAddition == 1) begin
	Out_ALUCtrl = 4'b0000;
end 
else begin
case (In_Inst)
4'b0000: Out_ALUCtrl = 4'b0000;     
4'b0001: Out_ALUCtrl = 4'b0001;     
4'b0010: Out_ALUCtrl = 4'b0010;     
4'b0011: Out_ALUCtrl = 4'b0011;     
4'b0100: Out_ALUCtrl = 4'b0000;     
4'b0111: Out_ALUCtrl = 4'b0000;     
4'b1000: Out_ALUCtrl = 4'b0000;     
4'b1001: Out_ALUCtrl = 4'b0001;     
4'b1100: Out_ALUCtrl = 4'b0000;     
4'b1101: Out_ALUCtrl = 4'b0000;     
4'b1110: Out_ALUCtrl = 4'b1110;     
4'b1111: Out_ALUCtrl = 4'b0011;     
4'b0101:                        
                if (In_Si == 0) begin
                    Out_ALUCtrl = 4'b0101;  
end
else if (In_Si == 1) begin
Out_ALUCtrl = 4'b0110;  
                end
                else if (In_Si == 2) begin
                    Out_ALUCtrl = 4'b1100;  
end
else begin
Out_ALUCtrl = 4'b1101;  
                end
            default: Out_ALUCtrl = 4'b0000;
endcase
end
end
endmodule
module ImmediateGenie (
  input [15:0] In_Inst,
  output reg signed [15:0] Out_Imm,
  output reg [1:0] Out_Si
);
always @* begin
  Out_Si = In_Inst[9:8];
  case (In_Inst[3:0])
    4'b0100: Out_Imm = {{12{In_Inst[7]}}, In_Inst[7:4]};
    4'b0111: Out_Imm = {{12{In_Inst[7]}}, In_Inst[7:4]};
    4'b1000: Out_Imm = {{12{In_Inst[7]}}, In_Inst[7:4]};
    4'b1001: Out_Imm = {{8{In_Inst[11]}}, In_Inst[11:4]}; 
    4'b1100: Out_Imm = {{8{In_Inst[11]}}, In_Inst[11:4]}; 
    4'b1101: Out_Imm = {{12{In_Inst[7]}}, In_Inst[7:4]};
    4'b1110: Out_Imm = {In_Inst[11:4], 8'b0};
    4'b1111: Out_Imm = {8'b0, In_Inst[11:4]};
    4'b0101: Out_Imm = {12'b0, In_Inst[7:4]};
    default: Out_Imm = 16'b0000000000000000;  
  endcase
end
endmodule
module IntegrationTesting_ALU_ALUControl_IG (
input [15:0] In_Inst,
input signed [15:0] In_A,
input signed [15:0] In_B,
input CLK,
    input PerformAddition,
input [1:0] ALUSrcB,
output wire signed [15:0] Out_ALUResult,
output wire [0:0] Out_Zero
);
wire [3:0] Out_ALUCtrl;
wire signed [15:0] Out_Imm;
wire [1:0] Out_Si;
wire signed [15:0] Out_Mux_ValB;
ImmediateGenie UUT_ImmGenie (
    .In_Inst(In_Inst),
.Out_Imm(Out_Imm),
.Out_Si(Out_Si)
);
ALUControl UUT_ALUControl (
    .CLK(CLK),
.In_Si(Out_Si),
.PerformAddition(PerformAddition),    
.In_Inst(In_Inst[3:0]),
.Out_ALUCtrl(Out_ALUCtrl)
);
Mux42 UUT_Mux (
.a(In_B),
.b(16'b0000_0000_0000_0010),
.c(Out_Imm),
.d(16'b0000_0000_0000_0000),  
.s(ALUSrcB),
.r(Out_Mux_ValB)
);
ALU UUT_ALU (
    .In_A(In_A),
.In_B(Out_Mux_ValB),
.In_ALUCtrl(Out_ALUCtrl),
.Out_ALUResult(Out_ALUResult),
.Out_Zero(Out_Zero)
);
endmodule
module Mux(
	input [15:0] in_0 ,  
	input [15:0] in_1 ,  
	input sel,  
	output reg [15:0] out_result
);
always @ (sel or in_0 or in_1)
begin: MUX
case(sel) 
     1'b0 : out_result = in_0;
     1'b1 : out_result = in_1;
  endcase
 end
 endmodule
module Mux42(
input [1:0] s,
input signed [15:0] a,
input signed [15:0] b,
input signed [15:0] c,
input signed [15:0] d,
output signed [15:0] r
);
wire [15:0] TA;
wire [15:0] TB;
Mux X (
	.in_0(a),
.in_1(b),
.sel(s[0]),
.out_result(TA)
);
Mux Y (
	.in_0(c),
.in_1(d),
.sel(s[0]),
.out_result(TB)
);
Mux Z (
	.in_0(TA),
.in_1(TB),
.sel(s[1]),
.out_result(r)
);
endmodule
$ cat /design/flow/config.mk
export PLATFORM = sky130hd
export DESIGN_NAME = IntegrationTesting_ALU_ALUControl_IG
export DESIGN_NICKNAME = IntegrationTesting_ALU_ALUControl_IG
export VERILOG_FILES = /design/flow/design.v
export SDC_FILE = /design/flow/constraint.sdc
export NUM_CORES = 4
export LEC_CHECK = 1
export CORE_UTILIZATION = 30
$ cat /design/flow/constraint.sdc
current_design IntegrationTesting_ALU_ALUControl_IG

set clk_period 128.0
set clk_io_pct 0.2

create_clock -name clk0 -period $clk_period

set non_clock_inputs [all_inputs -no_clocks]
set_input_delay [expr $clk_period * $clk_io_pct] -clock clk0 $non_clock_inputs
set_output_delay [expr $clk_period * $clk_io_pct] -clock clk0 [all_outputs]
==> notes.org <==
#+TITLE: Flow metrics

** Synthesis
- Main area contributors after synthesis :: sky130_fd_sc_hd__ha_1 (13%), sky130_fd_sc_hd__nand2_1 (6.9%), sky130_fd_sc_hd__nor2_1 (6.4%)
- For reference, the mux area share after synthesis is 0.0615.
- Dominant combinational cell family by area after synthesis :: AND-OR/OR-AND gates
- In this run the mean area of a mapped cell was 6.23 µm².
- Post-synthesis cell type with the largest combined area :: sky130_fd_sc_hd__ha_1
- Count of warnings emitted by yosys :: 4
- Of the post-synthesis cell area, the dominant cell type holds 0.133.
- The cell-mix breakdown from Yosys lists the compound-gate area share as 0.377.
- Yosys cell count :: between 700 and 800
- Post-Synth Adder-Cell Area :: 0.137
- Yosys stat chip area :: ~0.0049 mm²
- Summing every instance area after synthesis gives a little under 0.005 mm².
- The cell-mix breakdown from Yosys lists the simple-gate area share as 0.268.
- Per the synthesis report, the XOR/XNOR share of the synthesized area is 0.0551.
- In the synthesized netlist, the number of instances is a little under 800.
- The netlist uses 78 different library cells.
- The share of the Yosys chip area taken by registers is 0.

** Die
- Core Area :: 0.0159 mm²
- Standard-cell row count :: between 40 and 50
- Die X-Extent :: about 130 µm
- Core Util at FP :: 0.308
- Total I/O pin count :: between 60 and 70
- Per the OpenROAD floorplan log, the height of the die is roughly 130 µm.
- The die covers between 0.015 and 0.02 mm².

** Power
- VDD sags by at most 0.00000211 V.
- For this design the static power due to leakage is about 2.3 nW.
- Power density relative to cell area :: 5.99 mW/mm²

** Global route
- Number of antenna violations at the first check in global routing :: 0
- Wire length of the first global-routing pass :: between 20000 and 30000 µm
- The total overflow left after global routing is 0.
- The via count of the first global-routing pass was about 5400.
- In the global route stage, overall resource usage came out at 0.230.
- Pin count of the biggest net entering global routing :: 35

** Clocking
- After clock tree synthesis, the flow added hold-fix buffers numbering 0.
- In this run, post-CTS repair resized a total of 0 instances.
- The number of setup buffers added after CTS is 0.

** Job
- Number of violations of the max-capacitance limit :: 0
- OpenROAD warnings :: between 50 and 60

** Setup path
- Counting stages on the worst path, the most repeated cell is sky130_fd_sc_hd__a21o_1.
- Longest individual stage delay on the worst path :: ~0.84 ns
- Signal arrival time at the worst endpoint :: around 32 ns
- Cell class contributing the biggest share of worst-path delay :: AND-OR/OR-AND gates
- The largest individual stage delay along the critical path comes from the cell sky130_fd_sc_hd__clkdlybuf4s50_1.
- Endpoint class of the critical path :: output port
- Required time at the worst-slack endpoint :: approximately 100 ns
- In this run the critical path is formed by clkdlybuf4s50_1 -> a21bo_2 -> a41o_1 -> buf_4 -> inv_1 -> buf_4 -> ha_1 -> nor2_1 -> xnor2_1 -> ha_1 -> nor2b_1 -> o21ai_0 -> nand2b_1 -> a21o_1 -> a21o_1 -> a31oi_1 -> o21ai_0 -> a21o_1 -> a21o_1 -> xnor2_1 -> o221ai_1 -> nor4bb_1 -> and4bb_2 -> clkdlybuf4s50_1.
- Critical path start-end classification :: in2out
- Number of buffer and inverter stages on the critical path :: 5
- Worst setup SP type :: primary input
- Crit path max fanout :: 34

** Timing
- The worst-case max-slew headroom was logged as 0.429.
- Setup repair after global routing missed its margin :: no
- Post-route period utilization is reported as 0.449.
- The worst path in the final design needs a cycle of approximately 57 ns, including I/O delays and setup.
- Post-layout worst setup margin :: about 71 ns
- Fin. Hold Viols :: 0
- Transition time at the pin with the least slew margin :: between 0.8 and 0.9 ns
- Pins over their slew limit in the final report were tallied at 0.
- In this build the clock could be raised as far as 17.4 MHz.
- After routing, the total negative slack on setup checks comes to 0 ns.
- The final report lists the setup-violating endpoint count as 0.

** Drt
- Once detail routing completed, the nets flagged for antenna violations numbered 0.
- The detailed router placed 5807 vias in this run.
- Per the detail_route report, DRC violations left total 0.
- Wires add up to 18900 µm.
- Detailed Route Iter0 Violations :: between 400 and 500
- The first TritonRoute pass finished after 5 iterations.
- WL/cell :: about 19 µm
- Number of diodes added for antenna fixing :: 0
- Drt via density :: 5.83

** Run status
- The flow ran to the end, and the final reports show no timing, DRC or antenna violations.

** Cells and area
- The final layout contains a sequential cell count of 0.
- Per the layout report, the design carries 0 clock buffers.
- The most common logic cell in the final layout is sky130_fd_sc_hd__nand2_1.
- Layout fillers :: about 1700
- The area taken by sequential standard cells is reported as 0 µm².
- Commonest cells after routing, fill and taps aside :: sky130_fd_sc_hd__nand2_1 (90), sky130_fd_sc_hd__nor2_1 (83), sky130_fd_sc_hd__clkdlybuf4s50_1 (64)
- Layout overhead on the synthesized area :: 13.8%
- The layout summary lists the proportion of cells stronger than drive strength 1 as 0.0538.

** Placement
- Worst slack at placement :: slightly above 70 ns
- Count of port buffers added during placement :: 64
- In the placement report, post-DP HPWL is listed as approximately 15000 µm.
- RD Place Congestion :: approximately 1

** Min path
- The worst hold path belongs to the class in2out.
[power by group]
| group | switching (mW) | internal [mW] | leakage (nW) | total, mW |
|---|---|---|---|---|
| sequential | 0 | 0 | 0 | 0 |
| combinational | 0.0188 | 0.0147 | 2.25 | 0.0335 |
| clock | 0 | 0 | 0 | 0 |
| total | 0.0188 | 0.0147 | 2.25 | 0.0335 |
[kinds of logic after synthesis]
group,Yosys count
XOR/XNOR,30
buffers and inverters,127
adder cells (fa/ha/maj),53
multiplexers,30
AND-OR/OR-AND,272
AND/OR/NAND/NOR,275
[metrics by stage]
step	hold WS (ns)	power, mW	instances	utilization	cell area [µm²]
5_1_grt	52.65	0.0368	996	0.350	5590
6_report	52.59	0.0335	996	0.350	5590
4_1_cts	52.59	0.0330	996	0.350	5590
3_5_place_dp	52.58	0.0329	996	0.350	5590
3_3_place_gp	52.56	0.0330	996	0.350	5590
2_1_floorplan	51.45	0.0206	787	-	4910
[cell type report]
cell class	instances	area, µm²	area share
Multi-Input combinational cell	660	4410	0.789
Timing Repair Buffer	79	753	0.135
Tap cell	216	270	0.0484
Inverter	41	154	0.0276
[metal layers]
metal | part of all wire | vias up | GRT usage
met5 | 0 | - | 0
met4 | 0.024 | 0 | 0.0547
met3 | 0.063 | 33 | 0.0180
met2 | 0.45 | 221 | 0.378
met1 | 0.46 | 2694 | 0.328
li1 | - | 2859 | -
[final timing paths]
kind | start | endpoint | slack [ns] | cells after the start
worst max-delay path | In_Inst[0] | Out_Zero[0] | 70.56 | 24
worst min-delay path | In_A[1] | Out_ALUResult[1] | 52.59 | 5
[synthesized netlist by cell type, types with 5 or more instances]
library cell,instances
sky130_fd_sc_hd__nor4_1,7
sky130_fd_sc_hd__o2111ai_1,6
sky130_fd_sc_hd__nand2_1,90
sky130_fd_sc_hd__mux2i_1,29
sky130_fd_sc_hd__buf_2,12
sky130_fd_sc_hd__o211ai_1,11
sky130_fd_sc_hd__or3_1,5
sky130_fd_sc_hd__a221oi_1,12
sky130_fd_sc_hd__a21oi_1,59
sky130_fd_sc_hd__nand2b_1,9
sky130_fd_sc_hd__a21o_1,17
sky130_fd_sc_hd__o22ai_1,20
sky130_fd_sc_hd__a211oi_1,15
sky130_fd_sc_hd__and2_1,5
sky130_fd_sc_hd__xnor2_1,26
sky130_fd_sc_hd__o221ai_1,8
sky130_fd_sc_hd__inv_1,33
sky130_fd_sc_hd__nor2b_1,9
sky130_fd_sc_hd__a31oi_1,13
sky130_fd_sc_hd__o31ai_1,8
sky130_fd_sc_hd__clkbuf_1,58
sky130_fd_sc_hd__nor3_1,23
sky130_fd_sc_hd__or2_2,5
sky130_fd_sc_hd__a211o_1,8
sky130_fd_sc_hd__ha_1,52
sky130_fd_sc_hd__nand3_1,9
sky130_fd_sc_hd__nor2_1,83
sky130_fd_sc_hd__nand3b_1,6
sky130_fd_sc_hd__o21ai_0,47
sky130_fd_sc_hd__buf_1,14
Power is estimated from default activity; no workload was simulated.
